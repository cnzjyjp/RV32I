==> ./design.v <==
`timescale 1ns / 1ps
module BTB(
	input 			   clk,
    input wire  [29:0]  PC_IF, 
    input wire 	 	   REAL, 
    input wire         BTB_Update, 
    input wire  [29:0]  Update_entry, 
    input wire  [31:0] Update_pc, 
    input wire	rst,
    output reg [31:0] PC_predict, 
    output reg BTB  
);
localparam SET_LEN = 6; 
localparam TAG_LEN = 7; 
localparam SET_SIZE = 1 << SET_LEN; 
reg [31:0] Predicted_PC [SET_SIZE]; 
reg 	   valid	 	[SET_SIZE]; 
reg [TAG_LEN-1:0] BTB_tags[SET_SIZE]; 
initial 
begin
	for (integer i = 0; i < SET_SIZE; i++)
	valid[i] <= 0;
end
wire [SET_LEN - 1:0] PC_IF_REAL;
wire [TAG_LEN - 1:0] TAG_REAL_IF;
wire [TAG_LEN - 1:0] TAG_REAL_EX;
wire [SET_LEN - 1:0] Update_entry_REAL;
assign PC_IF_REAL = PC_IF[SET_LEN-1:0];
assign TAG_REAL_IF = PC_IF[TAG_LEN + SET_LEN - 1: SET_LEN];
assign TAG_REAL_EX = Update_entry[TAG_LEN + SET_LEN - 1: SET_LEN];
assign Update_entry_REAL = Update_entry[SET_LEN - 1:0];
always @(*)
begin
	if (rst)
	begin
		for (integer i = 0; i < SET_SIZE; i++)
            valid[i] <= 0;
	end
	else begin
		if (valid[PC_IF_REAL] && TAG_REAL_IF == BTB_tags[PC_IF_REAL]) 
			BTB <= 1'b1;
		else 
			BTB <= 1'b0;	
	end
	PC_predict <= Predicted_PC[PC_IF_REAL]; 
end
always @(posedge clk)
begin
	if (BTB_Update) 
	begin
		if (REAL) 
		begin
			valid[Update_entry_REAL] <= 1'b1;
			Predicted_PC[Update_entry_REAL] <= Update_pc;
			BTB_tags[Update_entry_REAL] <= TAG_REAL_EX;
		end
        else begin 
            valid[Update_entry] <= 1'b0;
        end
	end
end
endmodule  
==> ./run.sh <==
#!/bin/bash
# OpenROAD 26Q1-2900-gdf79404cd8, Yosys 0.63+post, stock flow scripts
make -C /OpenROAD-flow-scripts/flow DESIGN_CONFIG=/design/flow/config.mk WORK_HOME=/design/flow/orfs finish
==> ./config.mk <==
export PLATFORM = sky130hd
export DESIGN_NAME = BTB
export DESIGN_NICKNAME = BTB
export VERILOG_FILES = /design/flow/design.v
export SDC_FILE = /design/flow/constraint.sdc
export NUM_CORES = 4
export LEC_CHECK = 1
export CORE_UTILIZATION = 30
==> ./constraint.sdc <==
current_design BTB

set clk_period 8.4
set clk_io_pct 0.2

create_clock -name clk0 -period $clk_period [get_ports {clk}]

set non_clock_inputs [all_inputs -no_clocks]
set_input_delay [expr $clk_period * $clk_io_pct] -clock clk0 $non_clock_inputs
set_output_delay [expr $clk_period * $clk_io_pct] -clock clk0 [all_outputs]
==> notes.md <==
This note records the results obtained with Yosys and OpenROAD.

Floorplan
The die area is about 260000 sq um. The starting density of the core is 0.303. In this run the horizontal extent of the chip is about 510 microns. In this run the standard cell core region covers approximately 260000 sq um. According to the I/O placement log, the pin count is around 130. The report lists the number of standard-cell rows as 186. The height of the die is slightly above 500 microns.

Worst hold path
The path type of the worst min-delay path is input pin to flop.

Final layout
Per the final layout report, the fraction of cells sized above drive strength 1 comes to 0.279. In the final layout, the multi-input gates occupy about 16000 sq um. The area growth from synthesis to layout is 15.1%.

The largest registers in the layout are Predicted_PC x2048. The final layout report lists a filler cell count of 23158. The flip-flop count of the largest register, all copies and words added is a little over 2000.

The final design utilization is 0.349. The register ranked first by flip-flop count is Predicted_PC. Registers take between 60000 and 70000 sq um.

GRT
The global-route wire length before repair is between 200000 and 300000 microns. The overall track demand over capacity in global routing is 0.159. The number of antenna violations at the first check in global routing came to 6.

Entering global routing, the biggest net connects 91 pins. The via count of the first global-routing pass was between 40000 and 50000. The total overflow reported by the global router is 0.

Logic synthesis
The sequential element share of the synthesized area is 0.788. Warnings reported by Yosys during synthesis add up to approximately 130. The synthesized area per cell is 23.3 sq um. In this run the cell area of the synthesized design comes to a little under 80000 sq um.

By area the synthesized netlist is led by sky130_fd_sc_hd__edfxtp_1 79%, sky130_fd_sc_hd__mux4_2 14%, sky130_fd_sc_hd__mux2i_1 1.1%. Looking at the cell usage after synthesis, the top flip-flop cell is sky130_fd_sc_hd__edfxtp_1. Summed over all instances, the cell type with the most area after synthesis is sky130_fd_sc_hd__edfxtp_1. The synthesis area per yosys is 78000 sq um. The area fraction of the largest cell type after synthesis is 0.788. After synthesis, the share of flip-flops with an asynchronous set or reset is 0. The synthesized flop and latch total is between 2000 and 2500. The unique cell type count in the Yosys netlist is roughly 46. The number of cells produced by synthesis is approximately 3400. The post-synthesis cell count from yosys is 3352. The number of synthesized flops with an enable pin is 2048.

CTS
The number of CTS-inserted buffers is about 200. The total setup buffers inserted after CTS is 0. Per the CTS log, the maximum H-tree level is 4. After clock tree synthesis, the repair step resized 0 gates. The CTS log lists the clock sinks for this run as 2048. CTS reports a maximum clock tree buffer depth of 3. The clock root buffer is sky130_fd_sc_hd__clkbuf_16. The TritonCTS clock tree is done.

The post-CTS clock slew at the launch and capture registers of the worst setup and hold paths is roughly 0.06 ns. The count of hold-fix buffers inserted at cts is 0.

Routing
The average via count per standard cell is 5.05. The average detailed-routed wire length per instance is 26.9 microns. The routed layout has around 36000 vias. The first routing iteration left 2063 violations. The routed layout reports a DRC error count of 0. Nets still carrying antenna violations after routing amount to 0. The iteration count recorded for the first detailed-route pass is 5. Summed over all layers, the routed wires come to 193000 microns.

Setup path
STA classifies the critical path startpoint as an input pin. The path type of the worst setup path is input pin to output port. STA classifies the critical path endpoint as an output port. According to the timing report, the data required time at the worst endpoint equals about 6.7 ns. The maximum fanout along the worst path is around 90. The OpenROAD report gives the critical path a data arrival time of about 5.2 ns.

Timing
Setup repair after global routing left no endpoint under its margin. The minimum period implied by the final worst setup slack is roughly 6.9 ns. Per the final report, max-transition violations number 0. The setup-violating endpoint count in the final report is 0. The highest clock rate this design can be run at is about 150 MHz.

The setup slack of the critical path after layout is between 1.5 and 2 ns. Across all checked pins, the minimum headroom to the slew limit is 0.387. In the finished design, the share of the clock period the worst path needs comes to 0.819.

In the final report, the number of hold violations comes to 0. In the final timing run, aggregate negative setup slack is 0 ns. The transition time recorded at the tightest slew-check pin is around 0.92 ns.

The worst hold slack after final layout is around 1.5 ns.

Power and ir drop
The leakage power in the latest report is 27.3 nW. The total power of the final layout is ~21 mW. The peak supply drop is between 0.15 and 0.2 mV. The power density over cell area is 230 nW/um^2.

Placed design
Summed over all nets, the half-perimeter wirelength after detailed placement is ~110000 microns. Input and output buffers added on the ports amount to approximately 78. The setup slack at placement is 1.50 ns. The final weighted congestion recorded by global placement is 0.815.

Flow run
Across the run, the number of max-cap violations was 0. The number of OpenROAD warnings is between 70 and 80.

Run status
The run finished with clean final reports.
[per-layer routing]
layer	GRT usage	wire length (microns)
met5	0.00913	351
met2	0.254	96700
met1	0.171	60600
met4	0.0306	4330
met3	0.117	30900
[cell usage in the layout, fill, tap and decap left out, drive strengths merged, types with 41 or more instances in the layout]
| cell type | synthesis | final |
|---|---|---|
| a221oi | 54 | 54 |
| a22oi | 50 | 50 |
| buf | 130 | 211 |
| clkbuf | 60 | 256 |
| clkdlybuf4s50 | 0 | 41 |
| clkinv | 0 | 79 |
| edfxtp | 2048 | 2048 |
| mux2i | 87 | 87 |
| mux4 | 488 | 488 |
| nand2 | 41 | 41 |
| nor2 | 86 | 86 |
[final cells by class]
class                   count  area share
clock inverters            98     0.00922
inverters                   1   0.0000418
repair buffers            252      0.0235
flip-flops and latches   2048       0.685
diodes                      5    0.000139
clock buffers             256      0.0581
well taps                3384      0.0471
multi-input cells        1113       0.177
[power breakdown]
group          switching, mW  total (mW)  internal (mW)
combinational          0.645        1.04          0.397
sequential           0.00771        11.3           11.3
clock                   3.69        8.34           4.65
[through the flow]
stage	area (sq um)	cells
CTS	89800	7152
floorplan	78000	3352
finish	89800	7157
global route	89800	7153
global placement	83800	6798
detailed placement	83800	6798
[final timing paths]
| path | from | end | slack (ns) | cells past startpoint |
|---|---|---|---|---|
| worst min-delay path | Update_pc[4] | Predicted_PC[40][4] | 1.48 | 2 |
| worst max-delay path | PC_IF[1] | PC_predict[5] | 1.52 | 8 |
[cell usage after synthesis, drive strengths merged, types with 3 or more instances]
cell / count
a2111oi: 3
a211o: 9
a211oi: 15
a21oi: 36
a221oi: 54
a22o: 36
a22oi: 50
a2bb2oi: 6
a31oi: 10
and2: 5
buf: 130
clkbuf: 60
edfxtp: 2048
mux2: 16
mux2i: 87
mux4: 488
nand2: 41
nand2b: 8
nand3: 24
nand3b: 4
nor2: 86
nor2b: 23
nor3: 9
o211ai: 3
o21ai: 3
o221a: 5
o221ai: 27
o22a: 11
o22ai: 30
o31a: 3
or3: 8
[cell families (layout without fill, tap and decap cells)]
| group | Yosys count | in the layout | synth area share |
|---|---|---|---|
| AOI/OAI and AO/OA | 307 | 307 | 0.0305 |
| buffers and inverters | 191 | 607 | 0.0144 |
| DFF | 2048 | 2048 | 0.788 |
| muxes | 591 | 591 | 0.154 |
| other | 1 | 6 | 0.0000481 |
| and+or+nand+nor | 214 | 214 | 0.0127 |
[critical path, stage by stage]
cell	delay, ns
sky130_fd_sc_hd__buf_8	0.43
sky130_fd_sc_hd__buf_12	0.50
sky130_fd_sc_hd__mux4_2	0.40
sky130_fd_sc_hd__nor2b_1	0.14
sky130_fd_sc_hd__a211oi_1	0.57
sky130_fd_sc_hd__a2bb2oi_1	0.64
sky130_fd_sc_hd__a221oi_1	0.21
sky130_fd_sc_hd__clkdlybuf4s50_1	0.47
No activity file was given, so power comes from the tool's default toggle rates.

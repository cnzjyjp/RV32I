### design/flow/design.v
`timescale 1ns / 1ps
module RegisterFile(
    input wire clk,
    input wire rst,
    input wire write_en,
    input wire [4:0] addr1, addr2, wb_addr,
    input wire [31:0] wb_data,
    output wire [31:0] reg1, reg2
    );
    reg [31:0] reg_file[31:1];
    integer i;
    initial
    begin
        for(i = 1; i < 32; i = i + 1) 
            reg_file[i][31:0] <= 32'b0;
    end
    always@(negedge clk or posedge rst) 
    begin 
        if (rst)
            for (i = 1; i < 32; i = i + 1) 
                reg_file[i][31:0] <= 32'b0;
        else if(write_en && (wb_addr != 5'h0))
            reg_file[wb_addr] <= wb_data;   
    end
    assign reg1 = (addr1 == 5'b0) ? 32'h0 : reg_file[addr1];
    assign reg2 = (addr2 == 5'b0) ? 32'h0 : reg_file[addr2];
endmodule
### design/flow/run.sh
#!/bin/bash
# OpenROAD 26Q1-2900-gdf79404cd8, Yosys 0.63+post, stock flow scripts
make -C /OpenROAD-flow-scripts/flow DESIGN_CONFIG=/design/flow/config.mk WORK_HOME=/design/flow/orfs finish
### design/flow/config.mk
export PLATFORM = sky130hd
export DESIGN_NAME = RegisterFile
export DESIGN_NICKNAME = RegisterFile
export VERILOG_FILES = /design/flow/design.v
export SDC_FILE = /design/flow/constraint.sdc
export NUM_CORES = 4
export LEC_CHECK = 1
export CORE_UTILIZATION = 30
### design/flow/constraint.sdc
current_design RegisterFile

set clk_period 10.3
set clk_io_pct 0.2

create_clock -name clk0 -period $clk_period [get_ports {clk}]

set non_clock_inputs [all_inputs -no_clocks]
set_input_delay [expr $clk_period * $clk_io_pct] -clock clk0 $non_clock_inputs
set_output_delay [expr $clk_period * $clk_io_pct] -clock clk0 [all_outputs]
==> impl_metrics.tcl <==
# place-and-route summary
set metrics [dict create \
    status "finished, violations left" \
    violations "negative setup slack" \
    core_um2 163000 \
    grt_pass1_vias 41400 \
    log.warning_count 30 \
    drtIter0Drc 5059 \
    powerDensity_nw_per_um2 192 \
    synth.most_common_cell "dfrtn_1" \
    async_flop_share 1.00 \
    cell_internal_pwr_mw 7.95 \
    reg2reg_to "reg_file[7][15]" \
    die_w_um 407 \
    r2r_slack_ps 9410 \
    syn_to_final_growth_pct 17.2 \
    ys_ff 992 \
    grt_pass1_wl_mm 337 \
    clkTransAtPathRegs_ps 50 \
    syn-cell-area_um2 49300 \
    syn-instance-count 4154 \
    cts.sinks 992 \
    r2r-start "reg_file[7][15]" \
    worstHoldEndpoint "reg_file[25][25]" \
    tightest_slew_ps 1230 \
    ys_warn_count 2 \
    via_per_inst 6.56 \
    synth_stat.cells 4154 \
    r2r_cells 1 \
    crit_slowest_cell "a2111oi_0" \
    slew_headroom 0.180 \
    synthTopCellsByCount "992 x dfrtn_1, 979 x mux2_2, 798 x a22oi_1" \
    crit_arrival_ps 8240 \
    finalSetupTns_ps -2.81 \
    hold_viol_final 0 \
    gp_congestion 0.986 \
    hold_path_depth 1 \
    pwr-share-clk 0.371 \
    synth_cell_types 56 \
    slowest_delay_ps 500 \
    instances_no_fill 6443 \
    skew_ps 0 \
    die_y_um 407 \
    cp_max_fo 3 \
    reg_top3 "reg_file x992" \
    setup_ws_ps -2.81 \
    finish.utilization 0.355 \
    grt_max_degree 104 \
    cp_top_family "simple AND/OR/NAND/NOR gates" \
    vias 42300 \
    drive_gt1_frac 0.347 \
    wl_mm 246 \
    cts_buffer_depth 3 \
    overflow 0 \
    placed_cell_area_um2 54000 \
    p_sw_mw 3.13 \
    hpwl_mm 136 \
    regMostFlops "reg_file" \
    grt_use_total 0.300 \
    top_cell_area_share 0.504 \
    crit_path_end_kind "output port" \
    ios 114 \
    clk_latency_ps 650 \
    swShare 0.282 \
    crit_buf_inv 2 \
    dr.pass1.iters 8 \
    tritoncts "yes" \
    floorplan.core_util 0.302 \
    min_path_type "reg2reg" \
    die_area_um2 166000 \
    p_leak_nw 24.4 \
    power_frac_seq 0.490 \
    postRouteAntennaNets 0 \
    wl_per_cell_um 38.2 \
    ys.flop_type "dfrtn_1" \
    yosys-top-cells-area "dfrtn_1 50%, mux2_2 22%, a22oi_1 12%" \
    min-delay-start "reg_file[25][25]" \
    dp.cells 6235 \
    clockRootBuffer "clkbuf_16" \
    maxSlewViolCount 0 \
    ir_drop_v 0.000147 \
    synth-edff-count 0 \
    drc 0 \
    largest_reg_flops 992 \
    cts_setup_buffers 0 \
    rows 148 \
    netlist.top_cell.by_area "dfrtn_1" \
    fin_area_um2 57800 \
    antenna_found_initial 15 \
    numCtsBuffers 107 \
    crit_cells 8 \
    syn-mean-instance-area_um2 11.9 \
    worstPathRequired_ps 8240 \
    setup_viol 1 \
    maxCapViolCount 0 \
    start_kind "register" \
    finalPower_mw 11.1 \
    worstSetupPathType "reg2out" \
    seq_area_frac_synth 0.504 \
    pwr-share-comb 0.140 \
    htree_levels 3 \
    rsz0062_at_grt "no" \
    synth-area-yosys_um2 49300 \
    cp_cell_sequence "mux2i_1, nor4_1, a2111oi_0, buf_4, nand4_1, nor3_1, nor2_1, clkdlybuf4s50_1" \
    port_buffers 113 \
]
logic make-up after synthesis:
group | count (synthesis) | share of synthesized area
buf+inv | 424 | 0.0402
flops | 992 | 0.504
simple gates | 634 | 0.0656
compound gates | 1100 | 0.162
mux | 1004 | 0.229
per-layer routing:
| layer | global-route usage | vias up | routed length, µm |
|---|---|---|---|
| met3 | 0.219 | 1152 | 46700 |
| met1 | 0.360 | 21200 | 85600 |
| li1 | - | 16000 | - |
| met2 | 0.394 | 3881 | 96100 |
| met4 | 0.152 | 34 | 17600 |
| met5 | 0.0152 | - | 410 |
layout make-up:
type / instances / area (µm²)
Antenna cell: 9 / 22.5
Timing Repair Buffer: 326 / 3440
Clock inverter: 40 / 480
Fill cell: 15700 / 105000
Multi-Input combinational cell: 2738 / 23000
Clock buffer: 159 / 3230
Inverter: 4 / 18.8
Sequential cell: 992 / 24800
Tap cell: 2175 / 2720
worst max-delay path by stage:
stage / slack (ps) / from / endpoint
CTS: 150 / reg_file[18][15] / reg1[15]
finish: -3 / reg_file[3][31] / reg1[31]
global route: 20 / reg_file[3][15] / reg2[15]
timing repair:
action / 4_1_cts / 5_1_grt
setup endpoints to repair: 0 / 1
hold buffers: 0 / 0
resized: 0 / 1
layout by cell type, fill, tap and decap left out, types with 10 or more instances in the layout:
master and count:
a21oi_1 169, a221oi_1 20, a222oi_1 43, a22o_1 14, a22oi_1 798, a31oi_1 16
buf_12 57, buf_4 157, bufinv_16 10, clkbuf_1 21, clkbuf_16 111, clkbuf_8 27
clkdlybuf4s50_1 111, clkinv_2 20, dfrtn_1 992, mux2_1 14, mux2_2 979, mux2i_1 11
nand2_1 158, nand2_2 15, nand2b_1 11, nand3_1 56, nand4_1 113, nor2_1 70
nor2_4 69, nor3_1 52, nor4_1 20, o21ai_0 13
through the flow:
stage          worst slack [ps]  hold slack, ps
3_5_place_dp                439             466
4_1_cts                     151             466
3_3_place_gp                407             459
2_1_floorplan            -10200             442
6_report                  -2.81             464
5_1_grt                    15.8             478
power groups by stage:
stage / Combinational, mW / Sequential (mW) / Clock (mW)
after CTS: 1.53 / 5.39 / 4.10
final: 1.55 / 5.42 / 4.11
after global routing: 1.65 / 5.50 / 4.26
Power figures rest on the tool's default switching activity, not on a simulated workload.
